==> /design/flow/design.v <==
module boardy (
    input logic clk,
    rst,
    clr,
    select_player,
    player2Select,
    enable_player,
    player2Enable,
    input logic [17:0] playerLocation,
    input logic  place,
    output logic [1:0] board1,
    output logic [1:0]board2,
    output logic [1:0]board3,
    output logic [1:0]board4,
    output logic [1:0]board5,
    output logic [1:0]board6,
    output logic [1:0]board7,
    output logic [1:0]board8,
    output logic [1:0]board9,
    output logic [1:0]board10,
    output logic [1:0]board11,
    output logic [1:0]board12,
    output logic [1:0]board13,
    output logic [1:0]board14,
    output logic [1:0]board15,
    output logic [1:0]board16,
    output logic [1:0]board17,
    output logic [1:0]board18,
    output logic [1:0]board19,
    output logic [1:0]board20,
    output logic [1:0]board21,
    output logic [1:0]board22,
    output logic [1:0]board23,
    output logic [1:0]board24,
    output logic [1:0]board25,
    player_done,
    player2Done
);
  always @(posedge clk) begin
    if (clr) begin   
      board1  = 2'b00;
      board2  = 2'b00;
      board3  = 2'b00;
      board4  = 2'b00;
      board5  = 2'b00;
      board6  = 2'b00;
      board7  = 2'b00;
      board8  = 2'b00;
      board9  = 2'b00;
      board10 = 2'b00;
      board11 = 2'b00;
      board12 = 2'b00;
      board13 = 2'b00;
      board14 = 2'b00;
      board15 = 2'b00;
      board16 = 2'b00;
      board17 = 2'b00;
      board18 = 2'b00;
      board19 = 2'b00;
      board20 = 2'b00;
      board21 = 2'b00;
      board22 = 2'b00;
      board23 = 2'b00;
      board24 = 2'b00;
      board25 = 2'b00;
      player_done = 0;
      player2Done = 1;
    end else begin  
      if(playerLocation == 17'd1 && select_player == 1 && enable_player == 1 && board1 == 2'b0 && place == 1)begin
        board1 = 2'b01;
        player_done = 1;
        player2Done = 0;
      end
      else if (playerLocation == 17'd2 && select_player == 1 && enable_player == 1 && board2 == 2'b0 && place == 1) begin
        board2 = 2'b01;
        player_done = 1;
        player2Done = 0;
      end
      else if (playerLocation == 17'd3 && select_player == 1 && enable_player == 1 && board3 == 2'b0 && place == 1) begin
        board3 = 2'b01;
        player_done = 1;
        player2Done = 0;
      end
      else if (playerLocation == 17'd4 && select_player == 1 && enable_player == 1 && board4 == 2'b0 && place == 1) begin
        board4 = 2'b01;
        player_done = 1;
        player2Done = 0;
      end
      else if (playerLocation == 17'd5 && select_player == 1 && enable_player == 1 && board5 == 2'b0 && place == 1) begin
        board5 = 2'b01;
        player_done = 1;
        player2Done = 0;
      end
      else if (playerLocation == 17'd6 && select_player == 1 && enable_player == 1 && board6 == 2'b0 && place == 1) begin
        board6 = 2'b01;
        player_done = 1;
        player2Done = 0;
      end
      else if (playerLocation == 17'd7 && select_player == 1 && enable_player == 1 && board7 == 2'b0 && place == 1) begin
        board7 = 2'b01;
        player_done = 1;
        player2Done = 0;
      end
      else if (playerLocation == 17'd8 && select_player == 1 && enable_player == 1 && board8 == 2'b0 && place == 1) begin
        board8 = 2'b01;
        player_done = 1;
        player2Done = 0;
      end
      else if (playerLocation == 17'd9 && select_player == 1 && enable_player == 1 && board9 == 2'b0 && place == 1) begin
        board9 = 2'b01;
        player_done = 1;
        player2Done = 0;
      end
      else if (playerLocation == 17'd10 && select_player == 1 && enable_player == 1 && board10 == 2'b0 && place == 1) begin 
        board10 = 2'b01;
        player_done = 1;
        player2Done = 0;
      end
      else if (playerLocation == 17'd11 && select_player == 1 && enable_player == 1 && board11 == 2'b00 && place == 1)begin
        board11 = 2'b01;
        player_done = 1;
        player2Done = 0;
      end
      else if (playerLocation == 17'd12 && select_player == 1 && enable_player == 1 && board12 == 2'b00 && place == 1) begin
        board12 = 2'b01;
        player_done = 1;
        player2Done = 0;
      end
      else if (playerLocation == 17'd13 && select_player == 1 && enable_player == 1 && board13 == 2'b00 && place == 1) begin
        board13 = 2'b01;
        player_done = 1;
        player2Done = 0;
      end
      else if (playerLocation == 17'd14 && select_player == 1 && enable_player == 1 && board14 == 2'b00 && place == 1) begin
        board14 = 2'b01;
        player_done = 1;
        player2Done = 0;
      end
      else if (playerLocation == 17'd15 && select_player == 1 && enable_player == 1 && board15 == 2'b00 && place == 1) begin
        board15 = 2'b01;
        player_done = 1;
        player2Done = 0;
      end
      else if (playerLocation == 17'd16 && select_player == 1 && enable_player == 1 && board16 == 2'b00 && place == 1) begin
        board16 = 2'b01;
        player_done = 1;
        player2Done = 0;
      end
      else if (playerLocation == 17'd17 && select_player == 1 && enable_player == 1 && board17 == 2'b00 && place == 1) begin
        board17 = 2'b01;
        player_done = 1;
        player2Done = 0;
      end
      else if (playerLocation == 17'd18 && select_player == 1 && enable_player == 1 && board18 == 2'b00 && place == 1) begin
        board18 = 2'b01;
        player_done = 1;
        player2Done = 0;
      end
      else if (playerLocation == 17'd19 && select_player == 1 && enable_player == 1 && board19 == 2'b00 && place == 1) begin
        board19 = 2'b01;
        player_done = 1;
        player2Done = 0;
      end
      else if (playerLocation == 17'd20 && select_player == 1 && enable_player == 1 && board20 == 2'b00 && place == 1) begin
        board20 = 2'b01;
        player_done = 1;
        player2Done = 0;
      end
      else if (playerLocation == 17'd21 && select_player == 1 && enable_player == 1 && board21 == 2'b00 && place == 1) begin
        board21 = 2'b01;
        player_done = 1;
        player2Done = 0;
      end
      else if (playerLocation == 17'd22 && select_player == 1 && enable_player == 1 && board22 == 2'b00 && place == 1) begin
        board22 = 2'b01;
        player_done = 1;
        player2Done = 0;
      end
      else if (playerLocation == 17'd23 && select_player == 1 && enable_player == 1 && board23 == 2'b00 && place == 1) begin
        board23 = 2'b01;
        player_done = 1;
        player2Done = 0;
      end
      else if (playerLocation == 17'd24 && select_player == 1 && enable_player == 1 && board24 == 2'b00 && place == 1) begin
        board24 = 2'b01;
        player_done = 1;
        player2Done = 0;
      end
      else if (playerLocation == 17'd25 && select_player == 1 && enable_player == 1 && board25 == 2'b00 && place == 1) begin
        board25 = 2'b01;
        player_done = 1;
        player2Done = 0;
      end
      else if(playerLocation == 17'd1 && player2Select == 1 && player2Enable == 1 && board1 == 2'b00 && place == 1)  begin
        board1 = 2'b10;
        player_done = 0;
        player2Done = 1;
      end
      else if(playerLocation == 17'd2 && player2Select == 1 && player2Enable == 1 && board2 == 2'b00 && place == 1) begin 
        board2 = 2'b10;
        player_done = 0;
        player2Done = 1;
      end
      else if(playerLocation == 17'd3 && player2Select == 1 && player2Enable == 1 && board3 == 2'b00 && place == 1) begin 
        board3 = 2'b10;
        player_done = 0;
        player2Done = 1;
      end
      else if(playerLocation == 17'd4 && player2Select == 1 && player2Enable == 1 && board4 == 2'b00 && place == 1) begin 
        board4 = 2'b10;
        player_done = 0;
        player2Done = 1;
      end
      else if(playerLocation == 17'd5 && player2Select == 1 && player2Enable == 1 && board5 == 2'b00 && place == 1) begin 
        board5 = 2'b10;
        player_done = 0;
        player2Done = 1;
      end
      else if(playerLocation == 17'd6 && player2Select == 1 && player2Enable == 1 && board6 == 2'b00 && place == 1) begin 
        board6 = 2'b10;
        player_done = 0;
        player2Done = 1;
      end
      else if(playerLocation == 17'd7 && player2Select == 1 && player2Enable == 1 && board7 == 2'b00 && place == 1) begin 
        board7 = 2'b10;
        player_done = 0;
        player2Done = 1;
      end
      else if(playerLocation == 17'd8 && player2Select == 1 && player2Enable == 1 && board8 == 2'b00 && place == 1) begin 
        board8 = 2'b10;
        player_done = 0;
        player2Done = 1;
      end
      else if(playerLocation == 17'd9 && player2Select == 1 && player2Enable == 1 && board9 == 2'b00 && place == 1) begin 
        board9 = 2'b10;
        player_done = 0;
        player2Done = 1;
      end
      else if(playerLocation == 17'd10 && player2Select == 1 && player2Enable == 1 && board10 == 2'b00 && place == 1) begin 
        board10 = 2'b10;
        player_done = 0;
        player2Done = 1;
      end
      else if(playerLocation == 17'd11 && player2Select == 1 && player2Enable == 1 && board11 == 2'b00 && place == 1) begin 
        board11 = 2'b10;
        player_done = 0;
        player2Done = 1;
      end
      else if(playerLocation == 17'd12 && player2Select == 1 && player2Enable == 1 && board12 == 2'b00 && place == 1) begin 
        board12 = 2'b10;
        player_done = 0;
        player2Done = 1;
      end
      else if(playerLocation == 17'd13 && player2Select == 1 && player2Enable == 1 && board13 == 2'b00 && place == 1) begin 
        board13 = 2'b10;
        player_done = 0;
        player2Done = 1;
      end
      else if(playerLocation == 17'd14 && player2Select == 1 && player2Enable == 1 && board14 == 2'b00 && place == 1) begin 
        board14 = 2'b10;
        player_done = 0;
        player2Done = 1;
      end
      else if(playerLocation == 17'd15 && player2Select == 1 && player2Enable == 1 && board15 == 2'b00 && place == 1) begin 
        board15 = 2'b10;
        player_done = 0;
        player2Done = 1;
      end
      else if(playerLocation == 17'd16 && player2Select == 1 && player2Enable == 1 && board16 == 2'b00 && place == 1) begin 
        board16 = 2'b10;
        player_done = 0;
        player2Done = 1;
      end
      else if(playerLocation == 17'd17 && player2Select == 1 && player2Enable == 1 && board17 == 2'b00 && place == 1) begin 
        board17 = 2'b10;
        player_done = 0;
        player2Done = 1;
      end
      else if(playerLocation == 17'd18 && player2Select == 1 && player2Enable == 1 && board18 == 2'b00 && place == 1) begin 
        board18 = 2'b10;
        player_done = 0;
        player2Done = 1;
      end
      else if(playerLocation == 17'd19 && player2Select == 1 && player2Enable == 1 && board19 == 2'b00 && place == 1) begin 
        board19 = 2'b10;
        player_done = 0;
        player2Done = 1;
      end
      else if(playerLocation == 17'd20 && player2Select == 1 && player2Enable == 1 && board20 == 2'b00 && place == 1) begin 
        board20 = 2'b10;
        player_done = 0;
        player2Done = 1;
      end
      else if(playerLocation == 17'd21 && player2Select == 1 && player2Enable == 1 && board21 == 2'b00 && place == 1) begin 
        board21 = 2'b10;
        player_done = 0;
        player2Done = 1;
      end
      else if(playerLocation == 17'd22 && player2Select == 1 && player2Enable == 1 && board22 == 2'b00 && place == 1) begin 
        board22 = 2'b10;
        player_done = 0;
        player2Done = 1;
      end
      else if(playerLocation == 17'd23 && player2Select == 1 && player2Enable == 1 && board23 == 2'b00 && place == 1) begin 
        board23 = 2'b10;
        player_done = 0;
        player2Done = 1;
      end
      else if(playerLocation == 17'd24 && player2Select == 1 && player2Enable == 1 && board24 == 2'b00 && place == 1) begin 
        board24 = 2'b10;
        player_done = 0;
        player2Done = 1;
      end
      else if(playerLocation == 17'd25 && player2Select == 1 && player2Enable == 1 && board25 == 2'b00 && place == 1) begin 
        board25 = 2'b10;
        player_done = 0;
        player2Done = 1;
      end
    else begin 
      board1  = board1;
        board2  = board2;
        board3  = board3;
        board4  = board4;
        board5  = board5;
        board6  = board6;
        board7  = board7;
        board8  = board8;
        board9  = board9;
        board10 = board10;
        board11 = board11;
        board12 = board12;
        board13 = board13;
        board14 = board14;
        board15 = board15;
        board16 = board16;
        board17 = board17;
        board18 = board18;
        board19 = board19;
        board20 = board20;
        board21 = board21;
        board22 = board22;
        board23 = board23;
        board24 = board24;
        board25 = board25;
    end
  end
  end
endmodule
==> /design/flow/run.sh <==
#!/bin/bash
# OpenROAD 26Q1-2900-gdf79404cd8, Yosys 0.63+post, stock flow scripts
make -C /OpenROAD-flow-scripts/flow DESIGN_CONFIG=/design/flow/config.mk WORK_HOME=/design/flow/orfs finish
==> /design/flow/config.mk <==
export PLATFORM = sky130hd
export DESIGN_NAME = boardy
export DESIGN_NICKNAME = boardy
export VERILOG_FILES = /design/flow/design.v
export SDC_FILE = /design/flow/constraint.sdc
export NUM_CORES = 4
export LEC_CHECK = 1
export CORE_UTILIZATION = 30
==> /design/flow/constraint.sdc <==
current_design boardy

set clk_period 5.9
set clk_io_pct 0.2

create_clock -name clk0 -period $clk_period [get_ports {clk}]

set non_clock_inputs [all_inputs -no_clocks]
set_input_delay [expr $clk_period * $clk_io_pct] -clock clk0 $non_clock_inputs
set_output_delay [expr $clk_period * $clk_io_pct] -clock clk0 [all_outputs]
==> run summary <==
Worst-path clk slew: 90 ps
reg2reg start: board2[0]$_SDFFE_PP0P_
Worst Hold End: board2[0]$_SDFFE_PP0P_
Top Metal Used: met4
CTS tree: yes
I/O Buffers: 76
Registers, synthesis: 52
Cell Type Count: 49
FF-to-FF path depth: 7
final setup fails: 0
routed vias/inst: 5.44
Post CTS Setup Buffer Count: 0
Max Freq: 0.233 GHz
CTS root buf: clkbuf_8
Die Wd: 95.4 um
# resized after CTS: 0
layout cells sized above 1: 6.08%
grt total ovfl: 0
P&R area growth vs syn: 35.5%
RSZ-0062 raised after global routing: no
diodes inserted: 0
VDD IR max: 0.0785 mV
yosys warning tally: 1
dpl hpwl: 6.01 mm
CTS Buffer Depth: 2
GP Congestion: 0.947
Mean Syn Cell Area: 7.62 um2
number of global-route vias before repair: 2,600
Die Y: 95.4 um
core area: 8340 um2
final worst path period need: 4280 ps
Pre-antenna DRT Iters: 4
met2 WL: 3.69 mm
met3 WL: 568 um
largest net degree at the start of global routing: 53
cells after synthesis: 343
fin. max-slew vios: 0
asr flop ratio synth: 0%
Hold Path Class: flip-flop to flip-flop
CP Max Fanout: 11
Mapped Area: 2620 um2
critical path arrival: 4470 ps
number of cells in Yosys stat: 343
deepest level of the CTS H-tree: 2
RR Endpoint: player2Done[0]$_SDFFE_PP1P_
critical path class: input pin to flip-flop
antenna-violating nets left: 0
DRC violations left: 0
Final Power: 650 uW
M1 wire length: 3.71 mm
# rows: 33
static leakage: 0.00118 uW
Top FF cell, synth: dfxtp_1
tool warning count: 26
clk sink count: 52
Hold Buf Count CTS: 0
setup slack, reg-to-reg: 3460 ps
Filler cells: 843
Latency at later pin: 310 ps
WHS: 510 ps
final hold violations: 0
wire per inst: 15.7 um
final WL: 8.12 mm
GRT Util Overall: 18.9%
Worst Max-Slew Pin Slew: 865 ps
num ports: 80
Power per Cell Area: 183 nW/um2
1st-iter DRT viols: 144
Seq/Total Area, Yosys: 39.8%
CP Capture Type: flip-flop
max-cap violations: 0
fp util: 31.4%
Worst setup SP type: input pin
EDFF count, synth: 0
setup TNS: 0 ps
CTS Buf Count: 5
first-pass GRT wire length: 13.0 mm
HP Start: board2[0]$_SDFFE_PP0P_
via count of the routed design: 2,809
Tcrit/Tclk final: 72.6%
outcome: finished clean
Yosys chip area: 2620 um2
antenna violations before repair: 0
slew margin rel.: 41.8%
chip area: 9090 um2
clock skew: 9.55 ps
crit path DRT: 6090 ps
Hold Path Depth: 2
-- per-stage QoR --
step | util, % | instances | instance area [um2] | worst slack, ps
floorplan | - | 344 | 2620 | 2580
global placement | 41.2 | 508 | 3440 | 1560
detailed placement | 41.2 | 508 | 3440 | 1470
CTS | 42.5 | 516 | 3540 | 1790
global route | 42.5 | 516 | 3540 | 1410
finish | 42.5 | 516 | 3540 | 1620
-- logic make-up (layout without fill, tap and decap cells) --
logic type,after synthesis,after routing,share of synthesized area [%]
and+or+nand+nor,209,209,40.9
AOI/OAI and AO/OA,60,60,15.4
DFF,52,52,39.8
buffers and inverters,21,88,3.73
other,1,2,0.143
-- final cells by class --
| type | instances | area (um2) | area share, % |
|---|---|---|---|
| clock inverter | 2 | 35.0 | 0.989 |
| multi-input combinational | 271 | 1480 | 41.8 |
| inverter | 2 | 7.51 | 0.212 |
| clock buffer | 6 | 72.6 | 2.05 |
| tap | 105 | 131 | 3.71 |
| timing repair buffer | 78 | 776 | 21.9 |
| sequential | 52 | 1040 | 29.4 |
-- critical path, stage by stage --
cell             delay (ps)
clkdlybuf4s50_1         390
nor4_1                  600
nand4_1                 660
nor4_1                  920
a2111oi_1               220
nand4_2                 150
nor3_1                   50
or3_1                   290
-- report_power, final --
| group | internal, uW | total [uW] | switching [uW] |
|---|---|---|---|
| combinational | 24.0 | 56.3 | 32.4 |
| sequential | 351 | 351 | 0.00105 |
| clock | 126 | 243 | 117 |
-- per-layer routing --
metal | GRT usage (%) | up-vias
met5 | 0 | -
met2 | 29.5 | 97
met4 | 3.91 | 0
met3 | 2.51 | 15
met1 | 28.3 | 1313
li1 | - | 1384
-- worst max path at each step --
| stage | startpoint | depth (start not counted) | slack (ps) | endpoint |
|---|---|---|---|---|
| finish | playerLocation[5] | 8 | 1620 | player2Done[0]$_SDFFE_PP1P_ |
| global route | playerLocation[5] | 8 | 1410 | player2Done[0]$_SDFFE_PP1P_ |
| CTS | playerLocation[5] | 8 | 1790 | player2Done[0]$_SDFFE_PP1P_ |
-- cells in the mapped netlist, drive strengths merged, types with 7 or more instances --
master | count | area [um2]
nand2 | 14 | 52.6
or3 | 7 | 48.8
or4 | 7 | 63.8
clkbuf | 11 | 41.3
a21oi | 30 | 150
nor2 | 95 | 357
a31oi | 7 | 43.8
nor3 | 38 | 195
buf | 8 | 48.8
nor4 | 13 | 81.3
dfxtp | 52 | 1040
-- cells in the final DEF, fill, tap and decap left out, types with 2 or more instances in the layout --
master / instances
a2111oi_0: 3
a21oi_1: 30
a22oi_1: 4
a311oi_1: 2
a31oi_1: 7
and3_1: 4
buf_4: 2
clkbuf_8: 5
clkdlybuf4s50_1: 76
conb_1: 2
dfxtp_1: 52
inv_1: 2
nand2_1: 14
nand2b_1: 5
nand3_1: 4
nand4_1: 3
nand4_2: 2
nor2_1: 95
nor3_1: 37
nor3b_1: 2
nor4_1: 13
nor4b_1: 4
o21ai_0: 3
or2_2: 3
or3_1: 6
or4_1: 4
or4_4: 3
or4b_1: 2
Power is estimated from default activity; no workload was simulated.
