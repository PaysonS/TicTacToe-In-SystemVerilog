## flow/config.mk

```make
export PLATFORM = sky130hd
export DESIGN_NAME = board_full
export DESIGN_NICKNAME = board_full
export VERILOG_FILES = /design/flow/design.v
export SDC_FILE = /design/flow/constraint.sdc
export NUM_CORES = 4
export LEC_CHECK = 1
export CORE_AREA = 10 10 70 70
export DIE_AREA = 0 0 80 80
```

## flow/design.v

```verilog
module board_full (
    input logic clk,
    input logic [1:0] board1,
    input logic [1:0] board2,
    input logic [1:0] board3,
    input logic [1:0] board4,
    input logic [1:0] board5,
    input logic [1:0] board6,
    input logic [1:0] board7,
    input logic [1:0] board8,
    input logic [1:0] board9,
    input logic [1:0] board10,
    input logic [1:0] board11,
    input logic [1:0] board12,
    input logic [1:0] board13,
    input logic [1:0] board14,
    input logic [1:0] board15,
    input logic [1:0] board16,
    input logic [1:0] board17,
    input logic [1:0] board18,
    input logic [1:0] board19,
    input logic [1:0] board20,
    input logic [1:0] board21,
    input logic [1:0] board22,
    input logic [1:0] board23,
    input logic [1:0] board24,
    input logic [1:0] board25,
    output logic is_full
);
  always @(posedge clk) begin
    if(board1 == 1 && board2 == 1 && board3 == 1 && board4 == 1 && board5 == 1 && board6 == 1 && board7 == 1 && board8 == 1 && board9 == 1 && board10 == 1 && board11 == 1 && board12 == 1 && board13 == 1 && board14 == 1 && board15 == 1 && board16 == 1 && board17 == 1 && board18 == 1 && board19 == 1 && board20 == 1 && board21 == 1 && board22 == 1 && board23 == 1 && board24 == 1 && board25 == 1)
      is_full <= 1;
    else
      is_full <= 0;
  end
endmodule
```

## flow/constraint.sdc

```tcl
current_design board_full

set clk_period 1.9
set clk_io_pct 0.2

create_clock -name clk0 -period $clk_period [get_ports {clk}]

set non_clock_inputs [all_inputs -no_clocks]
set_input_delay [expr $clk_period * $clk_io_pct] -clock clk0 $non_clock_inputs
set_output_delay [expr $clk_period * $clk_io_pct] -clock clk0 [all_outputs]
```

## flow/run.sh

```bash
#!/bin/bash
# OpenROAD 26Q1-2900-gdf79404cd8, Yosys 0.63+post, stock flow scripts
make -C /OpenROAD-flow-scripts/flow DESIGN_CONFIG=/design/flow/config.mk WORK_HOME=/design/flow/orfs finish
```

==> impl_metrics.json <==
{
  "fmax_ghz": 0.6327,
  "first_global_vias": 452,
  "vias": 387,
  "hp-class": "in -> reg",
  "status": "completed",
  "track_usage": 0.04902,
  "cts_setup_buffers": 0,
  "synth_warnings": 1,
  "met3_usage": 0.02614,
  "synth_top_cell_by_area": "nor4bb_1",
  "maxCapViolations": 0,
  "worst_pin_slew_ps": 264.9,
  "drive_gt1_frac": 0.05797,
  "cp_num_buf_inv": 1,
  "arrival_ps": 1490,
  "fin_setup_tns_ps": 0,
  "area_growth_pct": 294.8,
  "grt_start_max_net_pins": 2,
  "pre_cts_slack_ps": 331.7,
  "ys_seq_frac": 0.1039,
  "initCoreUtil": 0.05641,
  "rsz0062_at_grt": "false",
  "syn_area_um2": 192.7,
  "layout_top_cell": "clkdlybuf4s50_1",
  "routed_via_density": 3.365,
  "path_cells": "clkdlybuf4s50_1 -> nor4bb_1 -> nand4_1 -> nor4_2",
  "io_pins": 52,
  "drt-pass1-iter-count": 2,
  "end_kind": "flip-flop",
  "slew_headroom": 0.8210,
  "peakVddDrop_v": 0.00006507,
  "required_ps": 1810,
  "drc_errors": 0,
  "ys_types": 8,
  "combGateArea_um2": 172.7,
  "largest_reg_flops": 1,
  "rows": 21,
  "path_class": "in -> reg",
  "portBuffers": 51,
  "most-common-layout-cells": "51 x clkdlybuf4s50_1, 6 x nor4bb_1, 3 x and4bb_2, 3 x and4bb_1, 2 x nand4_1",
  "total_power_mw": 0.1338,
  "gr-total-overflow": 0,
  "top_usage_layer": "met2",
  "p_leak_nw": 0.2588,
  "use_met1": 0.06552,
  "powerDensity_nw_per_um2": 175.9,
  "wl_mm": 1.655,
  "hold_violations": 0,
  "ant_nets": 0,
  "met2_usage": 0.07223,
  "largest_registers": "is_full: 1 flops",
  "post-route-period-util": 0.8319,
  "startpoint_type": "input pin",
  "finalCoreUtilization": 0.2227,
  "die_x_um": 80,
  "setup_viol": 0,
  "yosys_area_um2": 192.7,
  "final-max-slew-violation-count": 0,
  "path_delay_family": "simple AND/OR/NAND/NOR gates",
  "regMostFlops": "is_full",
  "dieArea_um2": 6400,
  "antenna_found_initial": 0,
  "critical_path_peak_fanout": 1,
  "min_period_ps": 1581,
  "cts_resized": 0,
  "critPathMaxStageDelay_ps": 450,
  "ys.flops": 1,
  "flop_area_um2": 20.02,
  "warning_count": 28,
  "wl_per_cell_um": 14.39,
  "fin_ws_ps": 319.4,
  "core_um2": 3416,
  "grt_pass1_wl_mm": 2.435,
  "path_clk_slew_ps": 0,
  "syn_avg_cell_area_um2": 10.70,
  "critPathSlowestCell": "clkdlybuf4s50_1",
  "area_leaders": "nor4bb_1 31%, and4bb_1 19%, and4bb_2 19%",
  "n_antenna_cell": 0,
  "ys_cells": 18,
  "drt_iter0_markers": 2,
  "fp.dieH_um": 80,
  "place.gp.congestion": 0.8404,
  "top_cell_area_share": 0.3117,
  "cts-hold-fix-buffers": 0,
  "whs_ps": 999.1,
  "fillers": 390,
  "postSynthCellCount": 18,
  "dpl.hpwl_mm": 1.594
}
==> cells by family (layout without fill, tap and decap cells) <==
kind of cell           Yosys count  in the layout  synth area share
buffers and inverters            0             51                 0
and+or+nand+nor                 17             17            0.8961
DFF                              1              1            0.1039
==> cells in the mapped netlist, drive strengths merged <==
library cell	instances
dfxtp	1
nor4bb	6
nand3	1
nand3b	1
nor4	1
nand4	2
and4bb	6
==> per-layer routing <==
| metal | wire [um] | vias up |
|---|---|---|
| met4 | 0 | 0 |
| met5 | 0 | - |
| met1 | 827 | 154 |
| li1 | - | 188 |
| met3 | 256 | 0 |
| met2 | 571 | 45 |
==> metrics by stage <==
stage | area (um^2) | cells
floorplan | 192.7 | 18
global placement | 760.7 | 115
detailed placement | 760.7 | 115
CTS | 760.7 | 115
global route | 760.7 | 115
finish | 760.7 | 115
==> area by class of cell <==
| class | instances | share of cell area |
|---|---|---|
| multi-input cells | 17 | 0.2270 |
| well taps | 46 | 0.07566 |
| repair buffers | 51 | 0.6711 |
| flip-flops and latches | 1 | 0.02632 |
==> worst paths after layout <==
check  cells past startpoint       to  startpoint
max                        4  is_full   board6[0]
min                        3  is_full   board9[0]
==> power breakdown <==
part	internal, mW	switching [mW]	total (mW)
Sequential	0.0214	0	0.0214
Combinational	0.0984	0.0140	0.112
Clock	0	0	0
No activity file was given, so power comes from the tool's default toggle rates.
