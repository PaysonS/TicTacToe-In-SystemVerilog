$ cat ./run.sh
#!/bin/bash
# OpenROAD 26Q1-2900-gdf79404cd8, Yosys 0.63+post, stock flow scripts
make -C /OpenROAD-flow-scripts/flow DESIGN_CONFIG=/design/flow/config.mk WORK_HOME=/design/flow/orfs finish
$ cat ./config.mk
export PLATFORM = sky130hd
export DESIGN_NAME = ledTest
export DESIGN_NICKNAME = ledTest
export VERILOG_FILES = /design/flow/design.v
export SDC_FILE = /design/flow/constraint.sdc
export NUM_CORES = 4
export LEC_CHECK = 1
export CORE_AREA = 10 10 70 70
export DIE_AREA = 0 0 80 80
$ cat ./constraint.sdc
current_design ledTest

set clk_period 1.0
set clk_io_pct 0.2

create_clock -name clk0 -period $clk_period [get_ports {clk}]

set non_clock_inputs [all_inputs -no_clocks]
set_input_delay [expr $clk_period * $clk_io_pct] -clock clk0 $non_clock_inputs
set_output_delay [expr $clk_period * $clk_io_pct] -clock clk0 [all_outputs]
$ cat ./design.v
module ledTest (
    input logic [1:0] board1,
    input logic [1:0] board2,
    input logic clk,
    input logic place,
    input logic player1,
    input logic player2,
    output logic led1,
    output logic led2,
    output logic led3,
    output logic led4,
    output logic led5,
    output logic led6,
    output logic led7
);
logic test, test2, test3, test4, test5, test6, test7;
  assign led1 = test;
  assign led2 = test2;
  assign led3 = test3;
  assign led4 = test4;
  assign led5 = test5;
  assign led6 = test6;
  assign led7 = test7;
  always @(posedge clk) begin
    if (board1 == 2'b01) begin
      test = 1;
    end else begin
      test = 0;
    end
    if(board1 == 2'b10) begin
      test5 = 1;
    end else begin
      test5 = 0;
    end
    if(board2 == 2'b01) begin
      test6 = 1;
    end else begin
      test6 = 0;
    end
    if(board2 == 2'b10) begin
      test7 = 1;
    end else begin
      test7 = 0;
    end
    if(place == 1) begin
      test2 = 1;
    end else begin
      test2 = 0;
    end
    if(player1 ==1) begin
      test3 = 1;
    end else begin
      test3 = 0;
    end
    if(player2 ==1) begin
      test4 = 1;
    end else begin
      test4 = 0;
    end
  end
endmodule
==> ci_impl_report.md <==
### Flow metrics

| Metric | Value |
|---|---|
| Status | finished clean |
| Num Clock Sinks | 7 |
| Crit-path cells | dlygate4sd2_1 |
| Cell Int Power | 0.4934 mW |
| Cell type with the largest total area after synthesis | dfxtp_1 |
| Clock buffer depth | 2 |
| CORE AREA | 3416 um^2 |
| Sw frac | 17.91% |
| Worst Path Arrival | 0.76 ns |
| Reg power frac | 49.9% |
| Hold Fails Final Rpt | 0 |
| Yosys cell types | 2 |
| WL met2 | 81 um |
| Area reported by Yosys stat | 175.2 um^2 |
| Final min period | 0.9638 ns |
| Number of global-route vias before repair | 158 |
| Yosys simple share | 20.00% |
| CTS tree | built |
| Hold Crit Class | input port to flop |
| Maximum vdd ir drop | 0.4144 mV |
| Registers, synthesis | 7 |
| Post-Route WL | 553 um |
| Seq share, synth | 80.00% |
| Slowest stage cell on the critical path | dfxtp_1 |
| CP Launch Type | flop |
| Yosys adder share | 0% |
| Met3 Wirelength | 221 um |
| Fmax | 1.038 GHz |
| Crit path max fanout | 1 |
| Post-synthesis cell count from yosys | 11 |
| RSZ-0062 raised after global routing | false |
| AO/OA Area Share | 0% |
| Die span in y | 80 um |
| CP required | 0.80 ns |
| Synth Cell Area | 175.2 um^2 |
| GR Overflow Total | 0 |
| Vias | 144 |
| Total Routing Usage GR | 1.719% |
| DRC | 0 |
| Max_slew headroom | 95.21% |
| Crit Path Category | flop to primary output |
| Buf/Inv on CP | 1 |
| Top area contributor share | 80.00% |
| Num CTS Buffers | 3 |
| Fin crit share | 96.38% |
| Pwr per Cell Area | 1506 nW/um^2 |
| Yosys xor share | 0% |
| Uppermost layer routed | met4 |
| Top post-synthesis cells by area | dfxtp_1 80%, and2b_2 20% |
| Row count | 21 |
| Crit-path max cell delay | 0.29 ns |
| Mux share | 0% |
| Share of post-route cells with drive strength above 1 | 34.48% |
| Count of input and output buffers | 14 |
| Die Footprint | 6400 um^2 |
| Syn avg cell area | 15.92 um^2 |
| Placement Cell Area | 372.9 um^2 |
| Net Sw Power | 0.1077 mW |
| Combinational share of power | 9.2% |
| OpenROAD warning count | 25 |
| DRT iter0 DRCs | 3 |
| Filler cell count | 404 |
| Worst-Margin Slew | 0.07157 ns |
| H-tree depth | 1 |
| CP top delay family | flip-flops |
| First-pass DRT Iterations | 2 |
| Clock power frac | 40.9% |
| Top logic family | simple AND/OR/NAND/NOR gates |
| Clock transition at the registers of the reported paths | 0.05 ns |
| Routability cong. | 0.7683 |
| Synth warnings | 1 |
| Worst setup EP type | primary output |
| Clk root buf | clkbuf_4 |
| Cell area after layout | 399.1 um^2 |
| Floorplan core density | 5.128% |
| Fin. max-slew vios | 0 |
| Register area | 143.9 um^2 |
| Ports | 15 |
| First-pass GRT wire length | 793 um |
| Met1 wire length | 242 um |
| Leak Pwr | 0.1574 nW |
| Post-Synthesis Cells | 11 |
| Largest net degree at the start of global routing | 5 |
| Final setup fails | 0 |
| Initial antenna violation count | 0 |
| Max_cap viols | 0 |
| Antenna Nets Post-Route | 0 |
| Total power | 0.6011 mW |
| N_diodes | 0 |
| Drt wl/cell | 7.373 um |
| Die width | 80 um |
| Comb area | 35.03 um^2 |
| Via density | 1.920 |
| Area grow syn2layout | 127.9% |
## Yosys cell counts
library cell	count
dfxtp_1	7
and2b_2	4
## per-stage QoR
step | worst slack (ns) | TNS (ns) | util (%) | hold slack (ns) | instances
3_5_place_dp | -0.005643 | -0.008120 | 10.92 | 0.6545 | 71
4_1_cts | 0.001751 | 0 | 11.50 | 0.3978 | 75
6_report | 0.03620 | 0 | 11.68 | 0.4009 | 75
5_1_grt | 0.003026 | 0 | 11.68 | 0.3875 | 75
2_1_floorplan | 0.5041 | 0 | - | 0.2277 | 11
3_3_place_gp | -0.006690 | -0.006690 | 10.92 | 0.6572 | 71
## cell families (layout without fill, tap and decap cells)
group,after synthesis,after routing
AND/OR/NAND/NOR,4,4
flip-flops,7,7
buffers and inverters,0,18
## flip-flops by register name, indices dropped and copies added, names as in the netlist
name	count
test	1
test2	1
test3	1
test4	1
test5	1
test6	1
test7	1
## power by group through the flow
stage	sequential, mW	combinational (mW)	clock, mW
final	0.300	0.0552	0.246
after global routing	0.301	0.0596	0.288
after CTS	0.299	0.0549	0.258
## what timing repair did
action                                  4_1_cts  5_1_grt
buffers inserted                              0        0
gates resized                                 9        5
hold buffers                                  0        0
cloned                                        0        0
endpoints found under the setup margin        7        3
## cells in the final DEF (no fill, tap or decap)
cell type,n
dfxtp_1,4
clkbuf_1,1
dfxtp_2,3
clkbuf_4,3
clkdlybuf4s15_1,4
and2b_2,4
dlygate4sd2_1,3
clkdlybuf4s50_1,7
## per-layer routing
layer  up-vias  GRT usage, %
met4         0        0.3521
met2        18         1.124
met5         -             0
li1         71             -
met1        53         1.945
met3         2         3.295
## area by class of cell
class / instances / share of cell area (%)
timing repair buffer: 14 / 34.17
clock buffer: 4 / 6.583
multi-input combinational: 4 / 8.777
sequential: 7 / 36.05
tap: 46 / 14.42
## final timing paths
path / start / end / slack [ns] / depth (start not counted)
worst max-delay path: test5 / led5 / 0.04 / 1
worst min-delay path: player2 / test4 / 0.40 / 1
Power figures rest on the tool's default switching activity, not on a simulated workload.
